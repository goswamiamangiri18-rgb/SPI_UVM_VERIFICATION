<file path="/design/flow/config.mk">
export PLATFORM = sky130hd
export DESIGN_NAME = top
export DESIGN_NICKNAME = top
export VERILOG_FILES = /design/flow/design.v
export SDC_FILE = /design/flow/constraint.sdc
export NUM_CORES = 4
export LEC_CHECK = 1
export CORE_UTILIZATION = 40
</file>
<file path="/design/flow/constraint.sdc">
current_design top

set clk_period 4.9
set clk_io_pct 0.2

create_clock -name clk0 -period $clk_period [get_ports {clk}]

set non_clock_inputs [all_inputs -no_clocks]
set_input_delay [expr $clk_period * $clk_io_pct] -clock clk0 $non_clock_inputs
set_output_delay [expr $clk_period * $clk_io_pct] -clock clk0 [all_outputs]
</file>
<file path="/design/flow/design.v">
module spi_master(
    input clk, newd,rst,
    input [11:0] din, 
    output reg sclk,cs,mosi
        );
      typedef enum bit [1:0] {idle = 2'b00, enable = 2'b01, send = 2'b10, comp = 2'b11 } state_type;
      state_type state = idle;
      int countc = 0;
      int count = 0;
     always@(posedge clk)
      begin
        if(rst == 1'b1) begin
          countc <= 0;
          sclk <= 1'b0;
        end
        else begin 
          if(countc < 10 )
              countc <= countc + 1;
          else
              begin
              countc <= 0;
              sclk <= ~sclk;
              end
        end
      end
        reg [11:0] temp;
      always@(posedge sclk)
      begin
        if(rst == 1'b1) begin
          cs <= 1'b1; 
          mosi <= 1'b0;
        end
        else begin
         case(state)
             idle:
                 begin
                   if(newd == 1'b1) begin
                     state <= send;
                     temp <= din; 
                     cs <= 1'b0;
                   end
                   else begin
                     state <= idle;
                     temp <= 8'h00;
                   end
                 end
           send : begin
             if(count <= 11) begin
               mosi <= temp[count]; 
               count <= count + 1;
             end
             else
                 begin
                   count <= 0;
                   state <= idle;
                   cs <= 1'b1;
                   mosi <= 1'b0;
                 end
           end
          default : state <= idle; 
       endcase
      end 
     end
    endmodule
    module spi_slave (
    input sclk, cs, mosi,
    output [11:0] dout,
    output reg done
    );
    typedef enum bit {detect_start = 1'b0, read_data = 1'b1} state_type;
    state_type state = detect_start;
    reg [11:0] temp = 12'h000;
    int count = 0;
    always@(posedge sclk)
    begin
    case(state)
    detect_start: 
    begin
    done   <= 1'b0;
    if(cs == 1'b0)
     state <= read_data;
     else
     state <= detect_start;
    end
    read_data : begin
    if(count <= 11)
     begin
     count <= count + 1;
     temp  <= { mosi, temp[11:1]};
     end
     else
     begin
     count <= 0;
     done <= 1'b1;
     state <= detect_start;
     end
    end
    endcase
    end
    assign dout = temp;
endmodule
    module top (
    input clk, rst, newd,
    input [11:0] din,
    output [11:0] dout,
    output done
    );
    wire sclk, cs, mosi;
    spi_master m1 (clk, newd, rst, din, sclk, cs, mosi);
    spi_slave s1  (sclk, cs, mosi, dout, done);
    endmodule
</file>
<file path="/design/flow/run.sh">
#!/bin/bash
# OpenROAD 26Q1-2900-gdf79404cd8, Yosys 0.63+post, stock flow scripts
make -C /OpenROAD-flow-scripts/flow DESIGN_CONFIG=/design/flow/config.mk WORK_HOME=/design/flow/orfs finish
</file>
==> out/summary.rpt <==
STATUS
--------------------------------------------------------------------------------
Outcome ........................................................... finished, final reports clean

HOLD PATH
--------------------------------------------------------------------------------
Worst Hold Class ..................................................      reg2reg

TIMING
--------------------------------------------------------------------------------
Final-layout setup total negative slack ...........................         0 ns
Register pins left without a clock ................................           93
Rel. slew slack ...................................................       46.15%
Final Cycle Share .................................................       39.92%
RSZ-0062 raised after global routing ..............................           no
Max Clk Rate ......................................................   0.5112 GHz
Least setup slack across all paths after layout ...................     2.944 ns
Final Hold Viols ..................................................            0
Final Critical Period .............................................     1.956 ns
Final setup skew ..................................................  0.003370 ns
Max Slew Vio Count ................................................            0
Number of unconstrained endpoints .................................          196
Number of setup violations in the final report ....................            0
Transition time of the tightest slew-check pin ....................    0.8078 ns

WORST SETUP PATH
--------------------------------------------------------------------------------
Start point of the critical path ..................................          rst
Worst reg-to-reg setup slack ......................................      2.96 ns
Reg-to-Reg End .................................................... m1.countc[31]$_SDFF_PP0_
Highest cell delay on the worst timing path .......................      0.58 ns
Worst-path cell chain ............................................. clkdlybuf4s50_1 -> nand2b_1 -> buf_4 -> nor2_1
Maximum fanout along the worst path ...............................           32
Kind of critical path .............................................       in2reg
Worst Path Arrival ................................................      2.10 ns
Timing endpoint of the critical path .............................. m1.countc[26]$_SDFF_PP0_
Critical Path Start Type ..........................................    input pin
Depth of the worst register-to-register path ......................            5
Reg2Reg Launch Point .............................................. m1.countc[3]$_SDFF_PP0_
Required time at the endpoint of the critical path ................      5.05 ns
Kind of capture point of the worst setup path .....................     register
CP max-delay cell ................................................. clkdlybuf4s50_1

CLOCKING
--------------------------------------------------------------------------------
Maximum root-to-sink buffer count .................................            2
CTS tree ..........................................................          yes
H-tree lvl count ..................................................            2
Hold Buf Count CTS ................................................            0
CTS buffer count ..................................................            5
Worst-path clk slew ...............................................      0.05 ns
Buffers inserted by post-CTS timing repair ........................            0
Post-cts resize count .............................................            0
Later-pin clock latency in the skew report ........................      0.27 ns
Root buffer cell ..................................................    clkbuf_16

DIE
--------------------------------------------------------------------------------
Width of the die ..................................................     127.1 um
I/O Pins ..........................................................           28
Row count .........................................................           45
Core Region .......................................................    15260 um2
Die extent in y ...................................................     127.1 um
Area of the die ...................................................    16170 um2
Floorplan utilization .............................................       41.06%

CELLS AND AREA
--------------------------------------------------------------------------------
FF/Latch Area .....................................................     3425 um2
Filler Cells Inserted .............................................         1377
Share of layout cells above drive strength 1 ......................       6.457%
Fin cells .........................................................          815
Multi-input gate area .............................................     2685 um2
Utilization after layout ..........................................       45.26%
Layout area overhead ..............................................       10.25%

POWER
--------------------------------------------------------------------------------
Share of power burned in combinational logic ......................         5.2%
Cell internal pwr .................................................    0.4943 mW
Register share of total power .....................................        46.0%
Share of power burned in the clock network ........................        48.8%
Total leakage power ...............................................     2.231 nW
Power per cell area ............................................... 88.69 nW/um2
Power consumption .................................................    0.6125 mW
Switching power ...................................................    0.1182 mW
Switch share ......................................................       19.30%
Maximum vdd drop ..................................................     198.3 uV

PLACEMENT
--------------------------------------------------------------------------------
Post-placement setup slack ........................................     2.646 ns
Detail Placement HPWL .............................................     7.638 mm
Cell Count Post-Placement .........................................          808
Buffers on Ports ..................................................           27
GP Congestion .....................................................       0.8787

GLOBAL ROUTE
--------------------------------------------------------------------------------
Total global routing overflow .....................................            0
Global-route wire length before repair ............................     19.10 mm
Initial antenna violation count ...................................            0
Global Route met2 Usage ...........................................       22.07%
Pin count of the biggest net entering global routing ..............           94
Met1 global-route usage ...........................................       26.21%
Via count of the first global-routing pass ........................         4051
Total Routing Usage GR ............................................       14.88%
GR peak layer .....................................................         met1
Global routing usage on met3 ......................................       1.536%

ROUTING
--------------------------------------------------------------------------------
Remaining DRCs ....................................................            0
Wire length per cell after detailed routing .......................     13.36 um
Via count normalized by instance count ............................        5.248
Total via count after detailed routing ............................         4277
Iteration-0 DRC count of the detailed router ......................          389
Drt total wl ......................................................     10.89 mm
Post-route antenna net violation count ............................            0
Antenna diode instance count ......................................            0
Iteration count of the initial detailed-routing pass ..............            5

LOGIC SYNTHESIS
--------------------------------------------------------------------------------
Cell count after synthesis ........................................          583
XOR/XNOR share of the synthesized area ............................       11.18%
Cell type with the largest total area after synthesis .............     edfxtp_1
Number of enable flip-flop cells ..................................           90
Number of synthesized register bits ...............................          126
Cell area after technology mapping ................................     6265 um2
Logic family by area .............................................. simple AND/OR/NAND/NOR gates
AND/OR/NAND/NOR Cells, Area Fraction ..............................       26.88%
Area share of and-or/or-and cells after synthesis .................       2.836%
Yosys chip area ...................................................     6265 um2
Distinct cell type count of the synthesized netlist ...............           47
Top-area cell share ...............................................       43.14%
Cell types with the largest area share after synthesis ............ edfxtp_1 (43%), dfxtp_1 (12%), xor2_1 (6.4%)
Area fraction in mux cells ........................................       1.238%
Share of async-settable or async-resettable flops after synthesis .           0%
Commonest register cell after synthesis ...........................     edfxtp_1
Area fraction in full adders, half adders and majority gates ......      0.5992%
Post-Syn Area per Cell ............................................    10.75 um2
Total of warnings raised by yosys .................................            2
Post-synthesis cell count from yosys ..............................          583
Share of the yosys chip area belonging to registers ...............       54.64%

JOB
--------------------------------------------------------------------------------
Total number of warnings across the stage logs ....................           25
Max-cap viol count ................................................            0

[cells in the mapped netlist (8+ instances only)]
| library cell | instances |
|---|---|
| inv_1 | 16 |
| clkbuf_1 | 12 |
| and2_1 | 15 |
| nand4_1 | 28 |
| and3_1 | 11 |
| and4_1 | 9 |
| xnor2_1 | 34 |
| nor2_1 | 104 |
| nand2_1 | 29 |
| nor3_1 | 12 |
| o21ai_0 | 8 |
| nor4_1 | 26 |
| xor2_1 | 46 |
| nand3_1 | 36 |
| edfxtp_1 | 90 |
| dfxtp_1 | 36 |
| a21oi_1 | 11 |
[through the flow]
step | cell area [um2] | hold WS [ns]
detailed placement | 6764 | 0.4428
global placement | 6764 | 0.4305
floorplan | 6265 | 0.4179
global route | 6907 | 0.4946
CTS | 6907 | 0.4633
finish | 6907 | 0.4626
[area by class of cell]
class / count / share of cell area (%)
Clock buffer: 7 / 2.065
Timing Repair Buffer: 35 / 4.783
Tap cell: 211 / 3.822
Multi-Input combinational cell: 420 / 38.88
Inverter: 16 / 0.8696
Sequential cell: 126 / 49.58
[metal layers]
layer / part of all wire (%) / wire (um) / vias to the layer above
met5: 0 / 0 / -
met3: 3.8 / 412 / 11
li1: - / - / 2148
met4: 0.81 / 88 / 0
met2: 44 / 4804 / 89
met1: 51 / 5586 / 2029
[kinds of logic (layout without fill, tap and decap cells)]
family / after synthesis / count (layout)
compound gates: 30 / 30
buf+inv: 37 / 58
xor+xnor: 80 / 80
flops: 126 / 126
fa+ha+maj: 3 / 3
mux: 4 / 4
simple gates: 303 / 303
[cell usage in the layout, fill, tap and decap left out, types with 4 or more instances in the layout]
cell,instances
nor2_1,102
edfxtp_1,90
xor2_1,46
nand3_1,36
dfxtp_1,35
xnor2_1,34
nand2_1,29
nand4_1,28
clkdlybuf4s50_1,27
nor4_1,26
inv_1,16
and2_1,15
nor3_1,12
a21oi_1,11
and3_1,11
and4_1,9
o21ai_0,8
buf_4,8
or3_1,6
clkbuf_16,5
nand4_2,4
o31ai_1,4
[power groups by stage]
stage                 combinational [mW]  clock, mW  sequential, mW
after CTS                         0.0327      0.305           0.282
final                             0.0319      0.299           0.282
after global routing              0.0360      0.320           0.282
[critical path: cells and delay by family]
family	cells	cell delay (ns)
simple gates	2	0.23
buf+inv	2	0.89
[how the worst min path moves through the flow]
stage / start / end / depth (start not counted)
finish: m1.countc[0]$_SDFF_PP0_ / m1.countc[0]$_SDFF_PP0_ / 1
global route: m1.countc[0]$_SDFF_PP0_ / m1.countc[0]$_SDFF_PP0_ / 1
CTS: m1.countc[0]$_SDFF_PP0_ / m1.countc[0]$_SDFF_PP0_ / 1
[sequential cells by signal (all words and copies together) (netlist names)]
name	count
m1.state	1
s1.state	1
m1.cs	1
m1.sclk	1
m1.temp	12
m1.countc	32
s1.count	32
m1.count	32
s1.temp	12
m1.mosi	1
s1.done	1
No activity file was given, so power comes from the tool's default toggle rates.
